$ cat ./design.v
module Tradutor(
	input [0:15]num1,
	input flag1,
	input flag,
	output reg [0:6] saida1,
	output reg [0:6] saida2
	);
	reg [0:6] aux;
	integer aux2;
	integer aux3;
	always@(flag == 0 | flag1 == 0)begin  
		if((flag1 & flag) == 1)
		begin
		aux = 7'b11111111;
		saida1 = aux;
		saida2 = aux;
		end
		else begin
			aux3 = num1;
			aux2 = aux3/10;
			aux3 = aux3%10;
			case(aux2)
				0:aux = 7'b0000001;  
				1:aux = 7'b1001111;  
				2:aux = 7'b0010010;  
				3:aux = 7'b0000110;  
				4:aux = 7'b1001100;  
				5:aux = 7'b0100100;  
				6:aux = 7'b0100000;  
				7:aux = 7'b0001111;  
				8:aux = 7'b0000000;  
				9:aux = 7'b0001100;  
				default: aux = 7'b11111111;
			endcase
			saida2 = aux[0:6];
			aux2 = aux3;
			case(aux2)
				0:aux = 7'b0000001;  
				1:aux = 7'b1001111;  
				2:aux = 7'b0010010;  
				3:aux = 7'b0000110;  
				4:aux = 7'b1001100;  
				5:aux = 7'b0100100;  
				6:aux = 7'b0100000;  
				7:aux = 7'b0001111;  
				8:aux = 7'b0000000;  
				9:aux = 7'b0001100;  
				default: aux = 7'b11111111;
			endcase
			saida1 = aux[0:6];
			end
	end
endmodule
module Tradutor2(
	input [0:15]num1,
	input flag,
	output reg [0:6] saida1,
	output reg [0:6] saida2,
	output reg [0:6] saida3,
	output reg [0:6] saida4
	);
	reg [0:6] aux;
	integer aux2;
	integer aux3;
	always@(flag == 0)begin  
		if(flag)
		begin
		aux = 7'b11111111;
		saida1 = aux;
		saida2 = aux;
		saida3 = aux;
		saida4 = aux;
		end
		else begin
		aux3 = num1;
		aux2 = aux3/1000;
		aux3 = aux3%1000;
		case(aux2)
			0:aux = 7'b0000001;  
			1:aux = 7'b1001111;  
			2:aux = 7'b0010010;  
			3:aux = 7'b0000110;  
			4:aux = 7'b1001100;  
			5:aux = 7'b0100100;  
			6:aux = 7'b0100000;  
			7:aux = 7'b0001111;  
			8:aux = 7'b0000000;  
			9:aux = 7'b0001100;  
			default: aux = 7'b0000000;
		endcase
		saida4 = aux[0:6];
		aux2 = aux3/100;
		aux3 = aux3%100;
		case(aux2)
			0:aux = 7'b0000001;  
			1:aux = 7'b1001111;  
			2:aux = 7'b0010010;  
			3:aux = 7'b0000110;  
			4:aux = 7'b1001100;  
			5:aux = 7'b0100100;  
			6:aux = 7'b0100000;  
			7:aux = 7'b0001111;  
			8:aux = 7'b0000000;  
			9:aux = 7'b0001100;  
			default: aux = 7'b0000000;
		endcase
		saida3 = aux[0:6];
		aux2 = aux3/10;
		aux3 = aux3%10;
		case(aux2)
			0:aux = 7'b0000001;  
			1:aux = 7'b1001111;  
			2:aux = 7'b0010010;  
			3:aux = 7'b0000110;  
			4:aux = 7'b1001100;  
			5:aux = 7'b0100100;  
			6:aux = 7'b0100000;  
			7:aux = 7'b0001111;  
			8:aux = 7'b0000000;  
			9:aux = 7'b0001100;  
			default: aux = 7'b0000000;
		endcase
		saida2 = aux[0:6];
		aux2 = aux3;
		case(aux2)
			0:aux = 7'b0000001;  
			1:aux = 7'b1001111;  
			2:aux = 7'b0010010;  
			3:aux = 7'b0000110;  
			4:aux = 7'b1001100;  
			5:aux = 7'b0100100;  
			6:aux = 7'b0100000;  
			7:aux = 7'b0001111;  
			8:aux = 7'b0000000;  
			9:aux = 7'b0001100;  
			default: aux = 7'b0000000;
		endcase
		saida1 = aux[0:6];
		end
	end
endmodule
$ cat ./run.sh
#!/bin/bash
# OpenROAD 26Q1-2900-gdf79404cd8, Yosys 0.63+post, stock flow scripts
make -C /OpenROAD-flow-scripts/flow DESIGN_CONFIG=/design/flow/config.mk WORK_HOME=/design/flow/orfs finish
$ cat ./config.mk
export PLATFORM = sky130hd
export DESIGN_NAME = Tradutor2
export DESIGN_NICKNAME = Tradutor2
export VERILOG_FILES = /design/flow/design.v
export SDC_FILE = /design/flow/constraint.sdc
export NUM_CORES = 4
export LEC_CHECK = 1
export CORE_UTILIZATION = 30
$ cat ./constraint.sdc
current_design Tradutor2

set clk_period 39.6
set clk_io_pct 0.2

create_clock -name clk0 -period $clk_period

set non_clock_inputs [all_inputs -no_clocks]
set_input_delay [expr $clk_period * $clk_io_pct] -clock clk0 $non_clock_inputs
set_output_delay [expr $clk_period * $clk_io_pct] -clock clk0 [all_outputs]
==> results.yml <==
# generated from flow reports
drt:
  first_pass_iters: 5
  vias_per_cell: 6.213
  drc: 0
  drtAntennaViolNets: 0
  route.detailed.wl_per_inst_um: 16.67
  wl_um: 16600
  antenna_cells: 0
  dr_total_vias: 6188
  drt_iter0_markers: 695
grt:
  track_usage_pct: 18.34
  grt_pass1_vias: 5474
  grt.overflow.total: 0
  grt_pass1_wl_um: 27920
  grt_max_degree: 24
  grt_busiest_layer: "met1"
  grtUsageMet2_pct: 27.98
  antenna_found_initial: 0
  grtUsageMet1_pct: 28.34
  use_met3_pct: 1.413
critical_path:
  path_class: "primary input to output port"
  worstPathRequired_ps: 31680
  start_kind: "primary input"
  crit_slowest_cell: "clkdlybuf4s50_1"
  crit_fanout: 20
  cp-end-kind: "output port"
  slowest_delay_ps: 670
  cp_data_arrival_time_ps: 21400
  cp_common_cell: "nand2b_1"
synth:
  top_area_cell: "ha_1"
  common_cells: "84 x nand2_1, 56 x nor2_1, 36 x o21ai_0"
  synthTopCellsByArea: "ha_1 6.3%, nand2_1 5.9%, nor2_1 3.9%"
  ys_cells: 762
  synth_seq_share_pct: 0
  netlist_instances: 762
  yosysMostFrequentCell: "nand2_1"
  synth_cell_types: 120
  synth_area_um2: 5350
  synth-area-yosys_um2: 5350
  top_cell_area_share_pct: 6.314
  avgSynthCellArea_um2: 7.021
  yosysWarnings: 5
cts:
  cts_resized: 0
  post_cts.repair.setup_buffers: 0
  hold_buffers: 0
final_layout:
  synthToLayoutAreaGrowth_pct: 10.55
  ff_count: 0
  regArea_um2: 0
  clkbuf_count: 0
  drive_gt1_share_pct: 11.80
floorplanning:
  fp.dieArea_um2: 18370
  die_h_um: 135.5
  die_width_um: 135.5
  coreArea_um2: 17360
  pin_count: 45
  rows: 48
  fp_util_pct: 30.82
timing:
  setup_tns_ps: 0
  hold_violations: 0
  hold-worst-slack_ps: 16970
  fin_crit_ps: 29320
  fin_ws_ps: 10280
  rsz0062_at_grt: "false"
  fmax_ghz: 0.03410
  relSlewSlack_pct: 42.83
  worst_pin_slew_ps: 851.5
  report.final.slew_viol_count: 0
  setup_viol: 0
  finalClockPeriodUsage_pct: 74.05
place:
  io_buffers: 45
  place_congestion: 0.9484
  detailedPlace.worstSlack_ps: 10630
  hpwl_um: 13120
job:
  warnings: 53
  cap_violations: 0
min_path:
  worstHoldPathType: "primary input to output port"
status:
  outcome: "complete, no violations"
==> metal layers <==
| layer | vias to the layer above | share of wire, % |
|---|---|---|
| li1 | 3054 | - |
| met1 | 2917 | 50 |
| met2 | 195 | 44 |
| met3 | 22 | 4.8 |
| met4 | 0 | 1.5 |
| met5 | - | 0 |
==> area by class of cell <==
cell class / instances / area (um^2)
Fill cell: 1818 / 11440
Inverter: 21 / 78.83
Multi-Input combinational cell: 701 / 5074
Tap cell: 225 / 281.5
Timing Repair Buffer: 49 / 480.5
==> worst max-delay path: cells and delay by family <==
family                   cells  cell delay (ps)
AND-OR/OR-AND               21             6370
XOR/XNOR                     3              610
adder cells (fa/ha/maj)      2              420
buffers and inverters        6             1740
multiplexers                 3             1030
AND/OR/NAND/NOR             10             3260
==> layout by cell type, fill, tap and decap left out, types with 5 or more instances in the layout <==
cell type,n
a2111oi_0,7
a211o_1,16
a211oi_1,9
a211oi_2,5
a21o_1,12
a21oi_1,34
a31oi_1,14
and2_1,14
and3_1,20
clkdlybuf4s50_1,45
ha_1,27
inv_1,17
mux2_4,5
mux2i_1,13
nand2_1,84
nand2b_1,5
nand3_1,35
nand4_1,7
nor2_1,56
nor3_1,31
o2111ai_1,8
o211ai_1,12
o21a_1,10
o21ai_0,36
o21ai_1,20
o21ai_2,5
o22a_1,5
o22ai_1,8
o31a_1,6
o31ai_1,10
o32ai_1,5
or3_1,5
or4_1,5
xnor2_1,19
xor2_1,5
==> path summary, 6_finish.rpt <==
path / startpoint / endpoint / slack (ps) / depth (start not counted)
hold / removal: flag / saida3[5] / 16970 / 3
setup / recovery: num1[4] / saida1[4] / 10280 / 45
==> metrics by stage <==
| step | instances | util, % | cell area, um^2 |
|---|---|---|---|
| 2_1_floorplan | 762 | - | 5350 |
| 3_3_place_gp | 996 | 34.08 | 5914 |
| 3_5_place_dp | 996 | 34.08 | 5914 |
| 4_1_cts | 996 | 34.08 | 5914 |
| 5_1_grt | 996 | 34.08 | 5914 |
| 6_report | 996 | 34.08 | 5914 |
==> kinds of logic after synthesis <==
group,after synthesis,share of synthesized area (%)
fa+ha+maj,30,6.876
simple gates,302,28.93
compound gates,319,49.09
xor+xnor,26,4.537
mux,24,5.402
buf+inv,61,5.168
