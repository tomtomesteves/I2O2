==> flow/design.v <==
module RegBank
  (input clk,
   input write,
	input read,
   input [0:3] wrAddr,
   input [0:15] wrData,
   input [0:3] rdAddrA,
   output [0:15] rdDataA,
   input [0:3] rdAddrB,
   output [0:15] rdDataB);
   reg [0:15] regfile [0:15];
	assign rdDataA = regfile[rdAddrA];
	assign rdDataB = regfile[rdAddrB];
   always @(posedge clk) begin
      if (write) 
			regfile[wrAddr] <= wrData; 
	end 
endmodule
==> flow/run.sh <==
#!/bin/bash
# OpenROAD 26Q1-2900-gdf79404cd8, Yosys 0.63+post, stock flow scripts
make -C /OpenROAD-flow-scripts/flow DESIGN_CONFIG=/design/flow/config.mk WORK_HOME=/design/flow/orfs finish
==> flow/config.mk <==
export PLATFORM = sky130hd
export DESIGN_NAME = RegBank
export DESIGN_NICKNAME = RegBank
export VERILOG_FILES = /design/flow/design.v
export SDC_FILE = /design/flow/constraint.sdc
export NUM_CORES = 4
export LEC_CHECK = 1
export CORE_UTILIZATION = 50
==> flow/constraint.sdc <==
current_design RegBank

set clk_period 5.0
set clk_io_pct 0.2

create_clock -name clk0 -period $clk_period [get_ports {clk}]

set non_clock_inputs [all_inputs -no_clocks]
set_input_delay [expr $clk_period * $clk_io_pct] -clock clk0 $non_clock_inputs
set_output_delay [expr $clk_period * $clk_io_pct] -clock clk0 [all_outputs]
==> results.yml <==
# flow metrics
clocking:
  root_buffer: "clkbuf_16"
  cts_resized: 0
  clkTransAtPathRegs_ps: 60
  clock_sinks: 256
  cts_buffers: 28
  holdBufCountCts: 0
  cts_tree: "built"
  post_cts_buffers: 0
  htreeDepth: 1
  clockBufferDepth: 3
floorplanning:
  core-area_sq_um: 22800
  num_rows: 55
  fp-utilization_pct: 51.3
  chipArea_sq_um: 24100
  pin_count: 63
  die_w_um: 155
  die_h_um: 155
worst_setup_path:
  worstSetupEndpointType: "output port"
  cp-startpoint: "rdAddrA[1]"
  worstPathRequired_ps: 4000
  critPathKind: "in -> out"
  cp.arrival_ps: 3230
  worstPathMaxFanout: 9
  start_kind: "input port"
  endpoint: "rdDataA[5]"
global_route:
  grt_pass1_vias: 6794
  antenna_found_initial: 0
  grt_max_degree: 65
  grt_overflow: 0
  grtUsageTotal_pct: 28.1
  grt_pass1_wl_mm: 42.1
detailed_routing:
  drtAntennaViolNets: 0
  vias_per_cell: 6.30
  wl_per_cell_um: 29.0
  drt_wl_total_mm: 28.3
  top_layer: "met4"
  dr_wl_met3_mm: 3.76
  wl_met2_mm: 14.4
  drc: 0
  wl_met1_mm: 9.28
  diodes: 0
  drtIter0Drc: 290
  vias: 6165
  dr.pass1.iters: 6
layout:
  regMostFlops: "regfile"
  largest_reg_flops: 256
  layout-drive-gt1-share_pct: 30.8
  area_growth_pct: 16.7
  n_fill_cell: 1650
  reg_top3: "regfile: 256 flops"
flow_run:
  tool_warnings: 26
  drv_cap: 0
placed_design:
  place_ws_ps: 790
  place_congestion: 0.800
  dp_hpwl_mm: 17.4
  io_buffers: 61
yosys:
  yosysChipArea_sq_um: 11700
  numSynthFlops: 256
  synth_stat.cells: 553
  synth_area_per_cell_sq_um: 21.2
  netlist_instances: 553
  ys_types: 23
  synth_warnings: 1
  netlist_area_sq_um: 11700
  ys_seq_share_pct: 65.5
sta:
  layout_setup_ws_ps: 769
  max_slew_margin_pct: 40.2
  tightest_slew_ps: 896
  drv_slew: 0
  tns_ps: 0
  rsz0062_at_grt: "no"
  final.min_clock_period_ps: 4230
  finalCritPeriodShare_pct: 84.6
  setup-violations-final: 0
  finalHoldViolations: 0
  fmax_mhz: 236
  holdWs_ps: 1380
outcome:
  status: "complete, no violations"
power_and_ir_drop:
  p_switching_mw: 1.00
  pwr-share-seq_pct: 50.7
  internal_power_mw: 3.78
  netSwitchingFraction_pct: 20.9
  p_leak_nw: 4.42
  power_frac_clock_pct: 40.5
  max-vdd-ir-drop_mv: 0.437
  power_density_nw_per_um2: 349
  combPwrFrac_pct: 8.8
hold_path:
  min_path_type: "in -> reg"
critical path: stages:
cell and delay [ps]:
clkdlybuf4s50_1 550, and2_1 610, buf_4 360, a22oi_1 130, nand2_1 110, clkdlybuf4s50_1 460
worst min-delay path by stage:
stage         startpoint              to  depth (start not counted)  slack [ps]
CTS            wrData[6]  regfile[11][9]                          1        1360
global route   wrData[6]   regfile[3][9]                          1        1430
finish         wrData[8]   regfile[6][7]                          1        1380
placed cells by master (no fill, tap or decap):
| cell | Yosys | final |
|---|---|---|
| or3b_2 | 1 | 1 |
| mux4_2 | 102 | 102 |
| nand3_1 | 1 | 1 |
| clkbuf_1 | 14 | 8 |
| nand2_1 | 33 | 33 |
| nand3b_1 | 2 | 2 |
| buf_12 | 0 | 3 |
| a22oi_1 | 64 | 64 |
| clkinv_1 | 0 | 11 |
| clkdlybuf4s50_1 | 0 | 57 |
| nand2b_1 | 2 | 2 |
| clkbuf_16 | 0 | 29 |
| nor2_2 | 0 | 14 |
| buf_2 | 4 | 2 |
| edfxtp_1 | 256 | 256 |
| buf_4 | 5 | 40 |
| nor2b_2 | 0 | 4 |
| mux4_1 | 24 | 24 |
| nor3_2 | 0 | 4 |
| clkinv_2 | 0 | 2 |
| bufinv_16 | 0 | 2 |
| mux4_4 | 2 | 2 |
| and2_1 | 2 | 2 |
per-layer routing:
metal	up-vias	global-route usage [%]
met2	362	42.9
met1	3117	37.7
met3	48	16.3
met5	-	0
li1	2638	-
met4	0	7.21
per-stage QoR:
stage / cells / util (%) / cell area, sq um / total power, mW
floorplan: 553 / - / 11700 / 2.70
global placement: 926 / 56.1 / 12800 / 2.89
detailed placement: 926 / 56.1 / 12800 / 2.89
CTS: 978 / 59.9 / 13700 / 4.83
global route: 978 / 59.9 / 13700 / 4.94
finish: 978 / 59.9 / 13700 / 4.78
cells by family (layout without fill, tap and decap cells):
kind of cell / count (synthesis) / after routing / synth area share [%]
buffers and inverters: 42 / 154 / 2.62
and+or+nand+nor: 63 / 63 / 2.35
AOI/OAI and AO/OA: 64 / 64 / 4.10
muxes: 128 / 128 / 25.4
DFF: 256 / 256 / 65.5
final cells by class:
cell class | count | area [sq um] | share of cell area [%]
multi-input combinational | 255 | 3800 | 27.8
sequential | 256 | 7690 | 56.2
timing repair buffer | 102 | 941 | 6.88
clock buffer | 37 | 756 | 5.52
clock inverter | 15 | 111 | 0.814
tap | 313 | 392 | 2.86
power by group through the flow:
| stage | sequential, mW | combinational [mW] | clock [mW] |
|---|---|---|---|
| after CTS | 2.42 | 0.428 | 1.98 |
| after global routing | 2.43 | 0.454 | 2.06 |
| final | 2.42 | 0.421 | 1.94 |
synthesized netlist by cell type, drive strengths merged:
master        number  area (sq um)
nor2              14          52.6
nand3b             2          15.0
dlymetal6s2s       1          12.5
nor2b              4          25.0
and2               2          12.5
or3b               1          8.76
buf               21           178
a22oi             64           480
mux4             128          2980
nand3              1          5.00
nand2b             2          12.5
edfxtp           256          7690
nor3               4          20.0
dlygate4sd1        1          8.76
clkbuf            19           109
nand2             33           124
Power is estimated from default activity; no workload was simulated.
